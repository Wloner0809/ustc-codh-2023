[design/flow/config.mk]
export PLATFORM = sky130hd
export DESIGN_NAME = lab1_top
export DESIGN_NICKNAME = lab1_top
export VERILOG_FILES = /design/flow/design.v
export SDC_FILE = /design/flow/constraint.sdc
export NUM_CORES = 4
export LEC_CHECK = 1
export CORE_UTILIZATION = 50
[design/flow/constraint.sdc]
current_design lab1_top

set clk_period 7.3
set clk_io_pct 0.2

create_clock -name clk0 -period $clk_period [get_ports {clk}]

set non_clock_inputs [all_inputs -no_clocks]
set_input_delay [expr $clk_period * $clk_io_pct] -clock clk0 $non_clock_inputs
set_output_delay [expr $clk_period * $clk_io_pct] -clock clk0 [all_outputs]
[design/flow/design.v]
`timescale 1ns / 1ps
module ALU #(
    parameter WIDTH = 32
)(
    input [WIDTH-1:0] a,b,
    input [2:0] f,
    output reg [WIDTH-1:0] y,
    output reg [2:0] t   
);
    always @(*) begin
        if(f == 3'b000)begin
            y = a - b;
            if(y == 0)begin
                t = 3'b001;
            end
            else begin
                t[0] = 0;
                if(!a[WIDTH-1] && !b[WIDTH-1])begin
                    t[2] = y[WIDTH-1];
                    t[1] = y[WIDTH-1];
                end
                else if(!a[WIDTH-1] && b[WIDTH-1])begin
                    t[2] = 1;
                    t[1] = 0;
                end
                else if(a[WIDTH-1] && !b[WIDTH-1])begin
                    t[2] = 0;
                    t[1] = 1;
                end
                else begin
                    t[2] = y[WIDTH-1];
                    t[1] = y[WIDTH-1];
                end
            end
        end
        else if(f == 3'b001)begin
            y = a + b;
            t = 3'b000;
        end
        else if(f == 3'b010)begin
            y = a & b;
            t = 3'b000;
        end
        else if(f == 3'b011)begin
            y = a | b;
            t = 3'b000;
        end
        else if(f == 3'b100)begin
            y = a ^ b;
            t = 3'b000;
        end
        else if(f == 3'b101)begin
            y = a >> b;
            t = 3'b000;
        end
        else if(f == 3'b110)begin
            y = a << b;
            t = 3'b000;
        end
        else begin
            y = $signed(a) >>> b;
            t = 3'b000;
        end
    end
endmodule
`timescale 1ns / 1ps
module Debounce(
    input clk,rstn,x,
    output reg y
    );
    reg [19:0] count;    
    reg [1:0] x_pre_now;     
  always @(posedge clk or negedge rstn) begin
    if(!rstn)
        x_pre_now <= 2'b00;
    else
        x_pre_now <= {x_pre_now[0],x};
  end
  always @(posedge clk or negedge rstn) begin
    if(!rstn)
        count <= 20'h0;
    else if(x_pre_now[1]^x_pre_now[0])   
        count <= 20'h0;
    else if(count == 20'hf4240)          
        count <= count;
    else 
        count <= count + 1'h1;
  end
  always @(posedge clk or negedge rstn) begin
    if(!rstn)
        y <= 1'b0;
    else if(count == 20'hf4240 && x_pre_now[1] == 1'b1)  
        y <= x;
    else
        y <= 1'b0;
  end
endmodule
`timescale 1ns / 1ps
module MAV(
    input clk,
    input rstn,
    input en,
    input [15:0] d,
    output [15:0] m
    );
    reg [15:0] temp;    
    reg [63:0] num;      
    wire [15:0] alu_mid1, alu_mid2, alu_mid3, alu_mid4, m_temp0, m_temp;
    wire [2:0] t1, t2, t3, t4; 
    reg sel = 1'b0;      
    parameter s0 = 3'b000, 
              s1 = 3'b001,
              s2 = 3'b010,
              s3 = 3'b011,
              s4 = 3'b100;
    reg [2:0] NS,CS;
    always @(posedge clk or negedge rstn) begin
        if(!rstn)
            CS <= s0;
        else 
            CS <= NS;
    end
    ALU #(16) ALU_dut1(
        .a(num[15:0]),
        .b(num[31:16]),
        .f(3'b001),
        .y(alu_mid1),
        .t(t1)
    );
    ALU #(16) ALU_dut2(
        .a(num[47:32]),
        .b(num[63:48]),
        .f(3'b001),
        .y(alu_mid2),
        .t(t2)
    );
    assign alu_mid3 = alu_mid1;
    assign alu_mid4 = alu_mid2;
    ALU #(16) ALU_dut3(
        .a(alu_mid3),
        .b(alu_mid4),
        .f(3'b001),
        .y(m_temp0),
        .t(t3)
    );
    ALU #(16) ALU_dut4(
        .a(m_temp0),
        .b(16'h0002),
        .f(3'b101),
        .y(m_temp),
        .t(t4)
    );
    always @(posedge clk or negedge rstn) begin
        if(!rstn)begin
            temp <= 16'h0;
            num <= 64'h0;
            NS <= s0;
            sel <= 1'b0;
        end
        else begin
            if(en)begin
                case(CS)
                s0:begin
                    temp <= d;
                    num[15:0] <= d;
                    NS <= s1;
                    sel <= 1'b0;
                end 
                s1:begin
                    temp <= d;
                    num[31:16] <= d;
                    NS <= s2;
                    sel <= 1'b0;
                end
                s2:begin
                    temp <= d;
                    num[47:32] <= d;
                    NS <= s3;
                    sel <= 1'b0;
                end
                s3:begin
                    temp <= m_temp;
                    num[63:48] <= d;
                    NS <= s4;
                    sel <= 1'b1;
                end
                s4:begin
                    temp <= m_temp;
                    num <= {d, num[63:16]};
                    NS <= s4;
                    sel <= 1'b1;
                end
                endcase
            end
            else begin
                temp <= temp;
                num <= num;
                NS <= NS;
                sel <= sel;
            end
        end
    end
    assign m = sel ? m_temp : temp;
endmodule
`timescale 1ns / 1ps
module lab1_top(
    input clk,
    input rstn,
    input en,
    input [15:0] d,
    output [15:0] m
    );
    wire en_mid, en_final;
    wire [15:0] d_temp;
    Debounce Debounce_dut(
        .clk(clk),
        .rstn(rstn),
        .x(en),
        .y(en_mid)
    );
    syn_ps syn_ps_dut(
        .clk(clk),
        .rstn(rstn),
        .a(en_mid),
        .p(en_final)
    );
    genvar i;
    generate
        for(i = 0; i < 16; i = i + 1)
        begin:block
            Debounce Debounce_dut(
                .x(d[i]),
                .y(d_temp[i]),
                .clk(clk),
                .rstn(rstn)
            );
        end
    endgenerate
    MAV MAV_dut(
        .clk(clk),
        .rstn(rstn),
        .en(en_final),
        .d(d_temp),
        .m(m)
    );
endmodule
`timescale 1ns / 1ps
module syn_ps(
    input a,clk,rstn,
    output  p
    );
    reg q,s,m;
    always @(posedge clk or negedge rstn) begin
    if(!rstn)
        q <= 1'b0;
    else    
        q <= a;
  end
  always @(posedge clk or negedge rstn) begin
    if(!rstn)
        s <= 1'b0;
    else
        s <= q;
  end
  always @(posedge clk or negedge rstn) begin
    if(!rstn)
        m <= 1'b0;
    else
        m <= s;
  end
  assign p = s & (~m);
endmodule
[design/flow/run.sh]
#!/bin/bash
# OpenROAD 26Q1-2900-gdf79404cd8, Yosys 0.63+post, stock flow scripts
make -C /OpenROAD-flow-scripts/flow DESIGN_CONFIG=/design/flow/config.mk WORK_HOME=/design/flow/orfs finish
==> flow_metrics.env <==
# implementation run metrics
export IMPL_rows=80
export IMPL_finalHoldViolCount=0
export IMPL_ys_flops=481
export IMPL_core_area_um2=47700
export IMPL_vias=17000
export IMPL_synthCells=2499
export IMPL_antenna_cells=0
export IMPL_drtIter0Drc=711
export IMPL_rsz0062_at_grt="no"
export IMPL_synth_top_flop_cell="dfrtp_1"
export IMPL_crit_arrival_ns=4.47
export IMPL_tns_ns=0
export IMPL_ys_cells=2499
export IMPL_p_leak_nw=11.7
export IMPL_sw_frac_of_total=0.228
export IMPL_yosysTopAreaCellShare=0.497
export IMPL_grt_max_degree=78
export IMPL_max_slew_margin_rel=0.465
export IMPL_ys_seq_frac=0.497
export IMPL_finalCriticalPeriod_ns=5.93
export IMPL_hpwl_mm=29.9
export IMPL_end_kind="output pin"
export IMPL_yosysUniqueCellTypes=64
export IMPL_gp_congestion=0.831
export IMPL_netSwitchingPower_mw=1.32
export IMPL_fmax_ghz=0.169
export IMPL_cts_resized=0
export IMPL_grt_pass1_wl_mm=80.2
export IMPL_clkLatencyLatePin_ns=0.59
export IMPL_cpPeakStageDelay_ns=0.51
export IMPL_ys_warn_count=4
export IMPL_power_frac_seq=0.483
export IMPL_syn_area_um2=24200
export IMPL_grt_use_total=0.203
export IMPL_root_buffer="clkbuf_16"
export IMPL_clock_skew_final_ns=0.0133
export IMPL_setup_viol=0
export IMPL_power_density_nw_per_um2=214
export IMPL_syn_to_final_growth_pct=11.8
export IMPL_h_tree_depth=2
export IMPL_ys_area_um2=24200
export IMPL_crit_buf_inv=3
export IMPL_finalMaxSlewViolations=0
export IMPL_crit_type="register to output pin"
export IMPL_postCtsSetupBuffers=0
export IMPL_placed_cell_area_um2=25300
export IMPL_intPower_mw=4.46
export IMPL_clock_path_buffers=3
export IMPL_required_ns=5.84
export IMPL_ctsHoldBuffers=0
export IMPL_ant_nets=0
export IMPL_fp_dieW_um=222
export IMPL_lay_top_count="dfrtp_1"
export IMPL_die_h_um=222
export IMPL_wl_per_cell_um=14.3
export IMPL_worst_path_max_fanout=4
export IMPL_overflow=0
export IMPL_whs_ns=0.349
export IMPL_drtPass1Iterations=5
export IMPL_synthArstFlopShare=1.00
export IMPL_tritoncts="built"
export IMPL_floorplan_core_util=0.507
export IMPL_status="completed"
export IMPL_cpMaxStageDelayCell="fa_1"
export IMPL_design_area_um2=27100
export IMPL_drive_gt1_frac=0.0630
export IMPL_drc=0
export IMPL_worst_pin_slew_ns=0.801
export IMPL_cts_made_buffers=54
export IMPL_area_leaders="dfrtp_1 (50%), xor2_1 (7.3%), nor2_1 (6.6%), xnor2_1 (4.1%), nand3_1 (2.9%)"
export IMPL_port_buffers=34
export IMPL_die_area_um2=49300
export IMPL_yosys_area_top_type="dfrtp_1"
export IMPL_final_cell_mix="dfrtp_1 (481), nor2_1 (422), xor2_1 (203), nand2_1 (180), inv_1 (154)"
export IMPL_grt_pass1_vias=16800
export IMPL_hp_class="register to register"
export IMPL_peakVddDrop_v=0.000181
export IMPL_maxCapViolCount=0
export IMPL_detail_route_wirelength_mm=45.7
export IMPL_p_comb_frac=0.049
export IMPL_finalCritPeriodShare=0.812
export IMPL_antenna_found_initial=0
export IMPL_crit_family="adder cells"
export IMPL_edf_count=0
export IMPL_fillers=4001
export IMPL_clkTransAtPathRegs_ns=0.06
export IMPL_avgViaCountPerCell=5.30
export IMPL_crit_chain="inv_1 -> fa_1 -> fa_1 -> inv_1 -> ha_1 -> nor2b_1 -> o31a_1 -> o311ai_2 -> a21oi_1 -> or3_1 -> a31o_2 -> clkdlybuf4s50_1"
export IMPL_cts_sinks=481
export IMPL_p_clk_frac=0.468
export IMPL_worst_setup_path_start_kind="register"
export IMPL_io_pins=35
export IMPL_synth_avg_cell_area_um2=9.69
export IMPL_warnings=42
export IMPL_finalPower_mw=5.78
==> metal layers <==
metal,vias to the layer above,share of wire,track usage
met3,73,0.041,0.0394
met5,-,0,0
li1,8525,-,-
met4,0,0.023,0.0410
met2,178,0.44,0.301
met1,8189,0.50,0.329
==> kinds of logic after synthesis <==
logic type,after synthesis,synth area share
AOI/OAI and AO/OA,254,0.0605
xor gates and xnor gates,316,0.114
adders and majority gates,77,0.0491
buffers and inverters,228,0.0365
DFF,481,0.497
muxes,23,0.00987
and+or+nand+nor,1120,0.232
==> sequential cells by signal, summed over array words and instances (netlist names) <==
| register | count |
|---|---|
| MAV_dut.CS | 3 |
| syn_ps_dut.m | 1 |
| block.Debounce_dut.y | 16 |
| MAV_dut.temp | 16 |
| MAV_dut.sel | 1 |
| Debounce_dut.x_pre_now | 2 |
| MAV_dut.num | 64 |
| Debounce_dut.count | 20 |
| MAV_dut.NS | 3 |
| block.Debounce_dut.count | 320 |
| syn_ps_dut.s | 1 |
| Debounce_dut.y | 1 |
| block.Debounce_dut.x_pre_now | 32 |
| syn_ps_dut.q | 1 |
==> cells in the mapped netlist (6+ instances only) <==
cell type	number
a22o_1	6
nand3_1	142
ha_1	47
or4b_2	7
o21ai_0	57
nand4_1	64
nor2b_1	32
clkbuf_1	63
nand2_1	180
nor3_1	41
fa_1	30
dfrtp_1	481
xor2_1	203
and4_1	21
a211oi_1	31
nor4_4	7
inv_1	154
buf_2	7
or4_1	7
xnor2_1	113
a21oi_1	125
and2_1	14
nor4b_1	28
nor3b_1	6
or3_1	34
and3_1	47
mux2i_1	16
nor4_1	34
nor2_1	424
mux2_2	7
==> layout make-up <==
cell class                      count  area [µm²]  area share
Multi-Input combinational cell   1790       11300       0.417
Timing Repair Buffer               66         586      0.0216
Inverter                          154         578      0.0214
Clock buffer                       77        1590      0.0587
Clock inverter                     18         200     0.00740
Tap cell                          615         769      0.0284
Sequential cell                   481       12000       0.445
==> through the flow <==
step                      instances   util  setup slack [ns]
final                          3201  0.567              1.37
after global routing           3201  0.567              1.20
after CTS                      3201  0.567              1.32
after detailed placement       3106  0.529              2.00
after global placement         3106  0.529              2.01
after floorplan                2499      -              2.71
==> worst register-to-register path, delay by kind of cell, from the launching register on <==
family / cells / cell delay, ns
xor+xnor: 1 / 0.27
simple gates: 2 / 0.63
buf+inv: 2 / 0.11
compound gates: 3 / 0.57
flops: 1 / 0.34
fa+ha+maj: 3 / 1.27
==> worst paths after layout <==
path,from,to,slack (ns),cells after the start
setup / recovery,MAV_dut.num[35]$_DFFE_PN0P_,m[11],1.37,12
hold / removal,Debounce_dut.y$_DFF_PN0_,syn_ps_dut.q$_DFF_PN0_,0.35,0
setup reg to reg,MAV_dut.num[37]$_DFFE_PN0P_,MAV_dut.temp[10]$_DFFE_PN0P_,3.99,11
hold reg to reg,Debounce_dut.y$_DFF_PN0_,syn_ps_dut.q$_DFF_PN0_,0.35,0
max in group asynchronous,rstn,block[15].Debounce_dut.count[16]$_DFFE_PN0P_,4.61,3
min in group asynchronous,rstn,block[2].Debounce_dut.count[13]$_DFFE_PN0P_,0.82,1
==> power groups by stage <==
stage         logic (mW)  registers [mW]  clock network, mW
CTS                0.294            2.79               2.80
global route       0.337            2.80               2.89
finish             0.283            2.79               2.71
Power figures rest on the tool's default switching activity, not on a simulated workload.
