==> run.sh <==
#!/bin/bash
# OpenROAD 26Q1-2900-gdf79404cd8, Yosys 0.63+post, stock flow scripts
make -C /OpenROAD-flow-scripts/flow DESIGN_CONFIG=/design/flow/config.mk WORK_HOME=/design/flow/orfs finish
==> constraint.sdc <==
current_design ALU_top

set clk_period 12.9
set clk_io_pct 0.2

create_clock -name clk0 -period $clk_period [get_ports {clk}]

set non_clock_inputs [all_inputs -no_clocks]
set_input_delay [expr $clk_period * $clk_io_pct] -clock clk0 $non_clock_inputs
set_output_delay [expr $clk_period * $clk_io_pct] -clock clk0 [all_outputs]
==> design.v <==
`timescale 1ns / 1ps
module ALU #(
    parameter WIDTH = 32
)(
    input [WIDTH-1:0] a,b,
    input [2:0] f,
    output reg [WIDTH-1:0] y,
    output reg [2:0] t   
);
    always @(*) begin
        if(f == 3'b000)begin
            y = a - b;
            if(y == 0)begin
                t = 3'b001;
            end
            else begin
                t[0] = 0;
                if(!a[WIDTH-1] && !b[WIDTH-1])begin
                    t[2] = y[WIDTH-1];
                    t[1] = y[WIDTH-1];
                end
                else if(!a[WIDTH-1] && b[WIDTH-1])begin
                    t[2] = 1;
                    t[1] = 0;
                end
                else if(a[WIDTH-1] && !b[WIDTH-1])begin
                    t[2] = 0;
                    t[1] = 1;
                end
                else begin
                    t[2] = y[WIDTH-1];
                    t[1] = y[WIDTH-1];
                end
            end
        end
        else if(f == 3'b001)begin
            y = a + b;
            t = 3'b000;
        end
        else if(f == 3'b010)begin
            y = a & b;
            t = 3'b000;
        end
        else if(f == 3'b011)begin
            y = a | b;
            t = 3'b000;
        end
        else if(f == 3'b100)begin
            y = a ^ b;
            t = 3'b000;
        end
        else if(f == 3'b101)begin
            y = a >> b;
            t = 3'b000;
        end
        else if(f == 3'b110)begin
            y = a << b;
            t = 3'b000;
        end
        else begin
            y = $signed(a) >>> b;
            t = 3'b000;
        end
    end
endmodule
`timescale 1ns / 1ps
module ALU_top(
    input [15:0] sw,
    input en, clk, rstn,
    output [7:0] an,
    output [6:0] cn,
    output reg [2:0] t
    );
    reg [31:0] a, b;
    wire [31:0] y;
    reg [31:0] y_temp;
    reg [2:0] f;
    wire [2:0] t_temp;
    wire [15:0] sw_temp;
    wire en_temp0, en_temp;
    parameter s0 = 3'b000, 
              s1 = 3'b001,
              s2 = 3'b010,
              s3 = 3'b011,
              s4 = 3'b100,
              s5 = 3'b101;
    reg [2:0] CS, NS;
    always @(posedge clk or negedge rstn) begin
        if(!rstn)
            CS <= s0;
        else    
            CS <= NS;
    end
    always @(posedge clk or negedge rstn) begin
        if(!rstn)begin
            a <= 32'h0;
            b <= 32'h0;
            f <= 3'b0;
            NS <= s0;
            y_temp <= 32'h0;
            t <= 3'h0;
        end
        else if(en_temp)begin
            case(CS)
            s0:begin
                NS <= s1;
                a[15:0] <= sw_temp;
            end 
            s1:begin
                NS <= s2;
                a[31:16] <= sw_temp;
            end
            s2:begin
                NS <= s3;
                b[15:0] <= sw_temp;
            end
            s3:begin
                NS <= s4;
                b[31:16] <= sw_temp;
            end
            s4:begin
                NS <= s5;
                f <= sw_temp[2:0];
            end
            s5:begin
                NS <= s0;
                y_temp <= y;
                t <= t_temp;
            end
            endcase
        end
        else begin
            a <= a;
            b <= b;
            f <= f;
            NS <= NS;
            y_temp <= y_temp;
            t <= t;
        end
    end
    ALU ALU_dut(
        .a(a),
        .b(b),
        .f(f),
        .y(y),
        .t(t_temp)
    );
    genvar i;
    generate
        for(i = 0; i < 16; i = i + 1)
        begin:block
            Debounce Debounce_dut(
                .x(sw[i]),
                .y(sw_temp[i]),
                .clk(clk),
                .rstn(rstn)
            );
        end
    endgenerate
    Debounce Debounce_dut1(
        .x(en),
        .y(en_temp0),
        .clk(clk),
        .rstn(rstn)
    );
    syn_ps syn_ps_dut(
        .a(en_temp0),
        .p(en_temp),
        .clk(clk),
        .rstn(rstn)
    );
    Display Display_dut(
        .d(y_temp),
        .clk(clk),
        .rstn(rstn),
        .an(an),
        .cn(cn)
    );
endmodule
`timescale 1ns / 1ps
module Debounce(
    input clk,rstn,x,
    output reg y
    );
    reg [19:0] count;    
    reg [1:0] x_pre_now;     
  always @(posedge clk or negedge rstn) begin
    if(!rstn)
        x_pre_now <= 2'b00;
    else
        x_pre_now <= {x_pre_now[0],x};
  end
  always @(posedge clk or negedge rstn) begin
    if(!rstn)
        count <= 20'h0;
    else if(x_pre_now[1]^x_pre_now[0])   
        count <= 20'h0;
    else if(count == 20'hf4240)          
        count <= count;
    else 
        count <= count + 1'h1;
  end
  always @(posedge clk or negedge rstn) begin
    if(!rstn)
        y <= 1'b0;
    else if(count == 20'hf4240 && x_pre_now[1] == 1'b1)  
        y <= x;
    else
        y <= 1'b0;
  end
endmodule
`timescale 1ns / 1ps
module Display(
    input [31:0] d,
    input clk,rstn,
    output  [7:0] an,
    output  [6:0] cn
    );
    wire clk_div;
    reg [2:0] cnt;
    wire [3:0] data;
    frequency_divider frequency_divider_dut(
        .clk(clk),
        .rstn(rstn),
        .y(clk_div)
    );
  always @(posedge clk_div or negedge rstn) begin
    if(!rstn)
        cnt <= 3'b000;
    else if(cnt < 3'b111)
        cnt <= cnt + 1'b1;
    else 
        cnt <= 3'b000;
  end
    decoder3_8 decoder3_8_dut(
        .d(cnt),
        .y(an)
    );
    mux8_1 mux8_1_dut(
        .s(cnt),
        .d(d),
        .y(data)
    );
    seven_disp_decoder seven_disp_decoder_dut(
        .d(data),
        .yn(cn)
    );
endmodule
`timescale 1ns / 1ps
module decoder3_8(
    input [2:0] d,
    output reg [7:0] y 
    );
    always @(*) begin
    case(d)
        3'b000: y = 8'b1111_1110; 
        3'b001: y = 8'b1111_1101; 
        3'b010: y = 8'b1111_1011; 
        3'b011: y = 8'b1111_0111; 
        3'b100: y = 8'b1110_1111; 
        3'b101: y = 8'b1101_1111; 
        3'b110: y = 8'b1011_1111; 
        3'b111: y = 8'b0111_1111; 
    endcase
  end
endmodule
`timescale 1ns / 1ps
module frequency_divider #(
    parameter k = 100000
)(
    input clk,rstn,
    output reg y
    );
    reg [31:0] count;
    reg [31:0] pre_odd_cnt;
    reg [31:0] now_odd_cnt;    
  always @(posedge clk or negedge rstn) begin
    if(!rstn)begin
        count <= k>>1 - 1;
        pre_odd_cnt <= (k>>1) - 1;
        now_odd_cnt <= k[0] ? k>>1 : (k>>1)-1;
    end
    else if(count == 0)begin
        count <= (k[0] ? pre_odd_cnt : (k>>1)-1);
        pre_odd_cnt <= now_odd_cnt;
        now_odd_cnt <= pre_odd_cnt;
    end
    else
        count <= count - 1;
  end
  always @(posedge clk or negedge rstn) begin
    if(!rstn)
        y <= 0;
    else if(count == 0)
        y <= ~y;
    else    
        y <= y;
  end
endmodule
`timescale 1ns / 1ps
module mux8_1(
    input [2:0] s,
    input [31:0] d,
    output reg [3:0] y
    );
    always @(*) begin
    case(s)
        3'b000: y = d[3:0];
        3'b001: y = d[7:4];
        3'b010: y = d[11:8];
        3'b011: y = d[15:12];
        3'b100: y = d[19:16];
        3'b101: y = d[23:20];
        3'b110: y = d[27:24];
        3'b111: y = d[31:28];
        default: y = 4'b0000;
    endcase
  end
endmodule
`timescale 1ns / 1ps
module seven_disp_decoder(
    input [3:0] d,      
    output reg [6:0] yn
    );
    always @(*) begin
    case(d)
        4'd0: yn = 7'b000_0001;
        4'd1: yn = 7'b100_1111;
        4'd2: yn = 7'b001_0010;
        4'd3: yn = 7'b000_0110;
        4'd4: yn = 7'b100_1100;
        4'd5: yn = 7'b010_0100;
        4'd6: yn = 7'b010_0000;
        4'd7: yn = 7'b000_1111;
        4'd8: yn = 7'b000_0000;
        4'd9: yn = 7'b000_0100;
        4'd10: yn = 7'b000_1000;
        4'd11: yn = 7'b110_0000;
        4'd12: yn = 7'b011_0001;
        4'd13: yn = 7'b100_0010;
        4'd14: yn = 7'b011_0000;
        4'd15: yn = 7'b011_1000;
        default: yn = 7'b111_1111;
    endcase
  end
endmodule
`timescale 1ns / 1ps
module syn_ps(
    input a,clk,rstn,
    output  p
    );
    reg q,s,m;
    always @(posedge clk or negedge rstn) begin
    if(!rstn)
        q <= 1'b0;
    else    
        q <= a;
  end
  always @(posedge clk or negedge rstn) begin
    if(!rstn)
        s <= 1'b0;
    else
        s <= q;
  end
  always @(posedge clk or negedge rstn) begin
    if(!rstn)
        m <= 1'b0;
    else
        m <= s;
  end
  assign p = s & (~m);
endmodule
==> config.mk <==
export PLATFORM = sky130hd
export DESIGN_NAME = ALU_top
export DESIGN_NICKNAME = ALU_top
export VERILOG_FILES = /design/flow/design.v
export SDC_FILE = /design/flow/constraint.sdc
export NUM_CORES = 4
export LEC_CHECK = 1
export CORE_UTILIZATION = 30
==> results.yml <==
# synthesis and place-and-route metrics
die:
  chipHeight_um: 344
  core_area_mm2: 0.116
  initial_utilization: 0.302
  fp-row-count: 125
  io_pins: 37
  floorplan.die.width_um: 344
  die-area_mm2: 0.118
timing:
  untimed_endpoints: 11
  unclocked_pins: 3
  fin_ws_ns: 5.30
  timing.final.crit_period_ns: 7.60
  setup_tns_ns: 0
  finalClockSkew_ns: 0.0437
  setup-violations-final: 0
  finalHoldViolations: 0
  clock.fmax_ghz: 0.132
  worst-slew-pin-transition_ns: 1.04
  grt_setup_unrepaired: "no"
  timing.final.max_slew_violations: 0
  maxSlewHeadroom: 0.298
  finalClockPeriodUsage: 0.589
routing:
  drtPass1Iterations: 8
  via_count: 30700
  detail_route.drc_violations: 0
  routed_wire_length_per_instance_um: 21.6
  detail_route.vias_per_cell: 5.43
  starting_drt_drc_count: 3058
  drt_wl_total_um: 122000
  postRouteAntennaNets: 0
clock_network:
  post_cts_resize_count: 0
  cts_hold_buf: 0
  cts_setup_buffers: 0
  cts_made_buffers: 66
  root_buffer_master: "sky130_fd_sc_hd__clkbuf_16"
  clock_tree_from_tritoncts: "done"
  ctsLongestPathBuffers: 3
  worst_setup_hold_path_clk_slew_ns: 0.06
  clock_insertion_delay_worst_skew_ns: 0.66
  cts_htree_levels: 3
grt:
  antenna_found_initial: 3
  gr-total-overflow: 0
  first_global_vias: 29000
  grt_pass1_wl_um: 184000
  grt_max_degree: 120
  global_route_total_usage_across_every_layer: 0.212
logic_synthesis:
  netlist-cell-type-count: 87
  number_of_enable_flip_flop_cells: 0
  syn_area_mm2: 0.0350
  yosys-top-cells-area: "sky130_fd_sc_hd__dfrtp_1 (38%), sky130_fd_sc_hd__nor2_1 (6.5%), sky130_fd_sc_hd__ha_1 (5.1%)"
  synth_flop_count: 538
  yosys.area.top_type_share: 0.380
  yosysSeqAreaShare: 0.384
  yosys_most_used_dff: "sky130_fd_sc_hd__dfrtp_1"
  yosys_area_mm2: 0.0350
  postSynthCellCount: 4048
  top_area_cell: "sky130_fd_sc_hd__dfrtp_1"
  synth-cells-yosys: 4048
  yosys_warnings: 9
  postSynthAreaPerCell_um2: 8.66
  ys_async_sr_fraction: 1.00
power_and_ir_drop:
  peakVddDrop_mv: 0.0725
  share_clk_of_total_power: 0.500
  power_switching_uw: 923
  seqPwrFrac: 0.457
  power_switching_share: 0.242
  combinationalPowerShare: 0.043
  cellLeakagePower_uw: 0.0162
  power-per-cell-area_mw_per_mm2: 96.0
  internal_power_consumption_uw: 2890
worst_hold_path:
  hold_class: "reg -> reg"
  startpoint_of_the_lowest_slack_hold_path: "syn_ps_dut.q"
final_layout:
  post_route_cells_drive_above_1_share: 0.0920
  area.growth.synth_to_final_pct: 13.1
  finalCoreUtilization: 0.342
job:
  warnings: 119
  timing.max_cap.violations: 0
setup_path:
  maximum_fanout_along_the_worst_path: 36
  worst_setup_path_start_kind: "register"
  critPathArrivalTime_ns: 8.14
  end_kind: "register"
  cp_data_required_time_ns: 13.44
  critical_path.startpoint: "b[4]"
  crit-reg2reg-launch: "b[4]"
  path_class: "reg -> reg"
place:
  port_buffers: 36
  gpl.final_weighted_congestion: 1.09
  detailed_place_hpwl_um: 88900
  dp_slack_ns: 5.70
run_status:
  status: "complete, no violations"
metrics by stage:
step	hold WS, ns	cells	power (uW)	cell area (um^2)
after floorplan	0.331	4048	1860	35000
after global placement	0.355	5521	1940	37400
final	0.359	5649	3810	39700
after detailed placement	0.349	5521	1940	37400
after global routing	0.363	5643	3970	39600
after CTS	0.362	5643	3880	39600
Yosys cell counts, drive strengths merged (13+ instances only):
library cell	number
a211oi	27
nor4b	23
o21ai	249
nand4	59
a31oi	27
a21o	18
o211ai	29
xor2	181
clkbuf	154
o41ai	14
mux4	45
ha	143
xnor2	141
and2	13
or4b	14
o221ai	13
mux2	71
buf	34
a21oi	235
o31ai	20
nor2b	24
o22ai	20
and3	69
dfrtp	532
nand3	176
nor2	611
nor4	60
nor3	123
mux2i	60
a221oi	22
or3	79
nand2b	21
nand2	347
a22oi	18
inv	184
critical path, cell delays in order (launching register included):
cell                        delay (ns)
sky130_fd_sc_hd__dfrtp_1          0.32
sky130_fd_sc_hd__buf_4            0.36
sky130_fd_sc_hd__inv_1            0.36
sky130_fd_sc_hd__ha_1             0.50
sky130_fd_sc_hd__inv_1            0.11
sky130_fd_sc_hd__a21oi_1          0.47
sky130_fd_sc_hd__a31oi_1          0.42
sky130_fd_sc_hd__a31oi_1          0.63
sky130_fd_sc_hd__o21ai_1          0.26
sky130_fd_sc_hd__a2111oi_0        0.80
sky130_fd_sc_hd__or3_1            0.24
sky130_fd_sc_hd__a21oi_1          0.09
sky130_fd_sc_hd__or2_2            0.30
sky130_fd_sc_hd__fa_1             0.48
sky130_fd_sc_hd__nor3_1           0.14
sky130_fd_sc_hd__o21ai_0          0.12
sky130_fd_sc_hd__nor3_1           0.21
sky130_fd_sc_hd__nand4_1          0.11
sky130_fd_sc_hd__nor4_1           0.44
sky130_fd_sc_hd__nand4_1          0.16
sky130_fd_sc_hd__a2111oi_0        0.46
sky130_fd_sc_hd__nand4_1          0.26
sky130_fd_sc_hd__a22o_1           0.25
final cells by class:
class / count / area, um^2
sequential: 538 / 13500
antenna: 6 / 15.0
inverter: 188 / 706
fill: 11700 / 76400
clock inverter: 26 / 313
clock buffer: 96 / 1940
multi-input combinational: 3134 / 20200
timing repair buffer: 137 / 1140
tap: 1524 / 1910
sequential cells by signal (all words and copies together), names as in the netlist, 16 cells and up:
register and flops:
block.Debounce_dut.count 320, Display_dut.frequency_divider_dut.count 32, a 32, b 32, block.Debounce_dut.x_pre_now 32, y_temp 32, Debounce_dut1.count 20, block.Debounce_dut.y 16
routing by layer:
metal | global-route usage | part of all wire | wire, um
met1 | 0.309 | 0.43 | 52800
met2 | 0.295 | 0.42 | 50900
met3 | 0.0674 | 0.10 | 12400
met4 | 0.0835 | 0.049 | 5940
met5 | 0 | 0.00026 | 32
power by group through the flow:
stage	registers [uW]	logic (uW)	clock network, uW
after CTS	1740	169	1970
after global routing	1750	194	2020
final	1740	164	1900
final timing paths:
path	endpoint	slack, ns	cells after the start
hold reg to reg	syn_ps_dut.s	0.36	0
setup / recovery	t[2]	5.30	22
min in group asynchronous	Debounce_dut1.count[0]	1.86	1
setup reg to reg	t[2]	5.30	22
max in group asynchronous	block[0].Debounce_dut.count[0]	8.64	4
hold / removal	syn_ps_dut.s	0.36	0
cells in the final DEF, fill, tap and decap left out, types with 26 or more instances in the layout:
cell type	n
sky130_fd_sc_hd__xnor2_1	141
sky130_fd_sc_hd__buf_4	100
sky130_fd_sc_hd__o21ai_0	245
sky130_fd_sc_hd__a211oi_1	26
sky130_fd_sc_hd__dfrtp_1	527
sky130_fd_sc_hd__ha_1	143
sky130_fd_sc_hd__nor4_1	58
sky130_fd_sc_hd__nand4_1	59
sky130_fd_sc_hd__clkbuf_16	67
sky130_fd_sc_hd__nor3_1	121
sky130_fd_sc_hd__mux2_2	71
sky130_fd_sc_hd__or3_1	79
sky130_fd_sc_hd__mux2i_1	60
sky130_fd_sc_hd__a21oi_1	235
sky130_fd_sc_hd__nor2_1	609
sky130_fd_sc_hd__inv_1	182
sky130_fd_sc_hd__nand2_1	346
sky130_fd_sc_hd__nand3_1	175
sky130_fd_sc_hd__a31oi_1	27
sky130_fd_sc_hd__xor2_1	181
sky130_fd_sc_hd__and3_1	69
sky130_fd_sc_hd__clkdlybuf4s50_1	35
sky130_fd_sc_hd__mux4_2	45
sky130_fd_sc_hd__o211ai_1	29
cell families after synthesis:
logic type,share of synthesized area
XOR/XNOR,0.0805
multiplexers,0.0689
AND-OR/OR-AND,0.147
buffers and inverters,0.0409
adder cells (fa/ha/maj),0.0533
AND/OR/NAND/NOR,0.225
flip-flops,0.384
Power is estimated from default activity; no workload was simulated.
