[/design/flow/config.mk]
export PLATFORM = sky130hd
export DESIGN_NAME = Register_File
export DESIGN_NICKNAME = Register_File
export VERILOG_FILES = /design/flow/design.v
export SDC_FILE = /design/flow/constraint.sdc
export NUM_CORES = 4
export LEC_CHECK = 1
export CORE_UTILIZATION = 50
[/design/flow/constraint.sdc]
current_design Register_File

set clk_period 9.2
set clk_io_pct 0.2

create_clock -name clk0 -period $clk_period [get_ports {clk}]

set non_clock_inputs [all_inputs -no_clocks]
set_input_delay [expr $clk_period * $clk_io_pct] -clock clk0 $non_clock_inputs
set_output_delay [expr $clk_period * $clk_io_pct] -clock clk0 [all_outputs]
[/design/flow/design.v]
`timescale 1ns / 1ps
module Register_File(
    input clk,
    input [4:0] ra1, ra2,    
    output [31:0] rd1, rd2,  
    input [4:0] wa,          
    input [31:0] wd,         
    input we,                
    input [4:0] ra3,         
    output [31:0] rd3        
    );
    reg [31:0] rf [0:31];    
    assign rd1 = rf[ra1];
    assign rd2 = rf[ra2];
    assign rd3 = rf[ra3];
    always @(posedge clk) begin
        rf[0] <= 0;   
        if(we && wa != 5'b0)begin
            rf[wa] <= wd;    
        end   
    end
    initial begin
        rf[0] = 32'h00000000;
        rf[1] = 32'h00000000;
        rf[2] = 32'h00000000;
        rf[3] = 32'h00000000;
        rf[4] = 32'h00000000;
        rf[5] = 32'h00000000;
        rf[6] = 32'h00000000;
        rf[7] = 32'h00000000;
        rf[8] = 32'h00000000;
        rf[9] = 32'h00000000;
        rf[10] = 32'h00000000;
        rf[11] = 32'h00000000;
        rf[12] = 32'h00000000;
        rf[13] = 32'h00000000;
        rf[14] = 32'h00000000;
        rf[15] = 32'h00000000;
        rf[16] = 32'h00000000;
        rf[17] = 32'h00000000;
        rf[18] = 32'h00000000;
        rf[19] = 32'h00000000;
        rf[20] = 32'h00000000;
        rf[21] = 32'h00000000;
        rf[22] = 32'h00000000;
        rf[23] = 32'h00000000;
        rf[24] = 32'h00000000;
        rf[25] = 32'h00000000;
        rf[26] = 32'h00000000;
        rf[27] = 32'h00000000;
        rf[28] = 32'h00000000;
        rf[29] = 32'h00000000;
        rf[30] = 32'h00000000;
        rf[31] = 32'h00000000;
    end
endmodule
[/design/flow/run.sh]
#!/bin/bash
# OpenROAD 26Q1-2900-gdf79404cd8, Yosys 0.63+post, stock flow scripts
make -C /OpenROAD-flow-scripts/flow DESIGN_CONFIG=/design/flow/config.mk WORK_HOME=/design/flow/orfs finish
==> summary.txt <==
yosys + openroad results -> largest net degree at the start of global routing=93, run status=complete, no violations, register name with the most flops=rf, aggregate global routing overflow=0, post-synthesis cell count=4544, Hold Path Origin=wd[26], Fin Setup TNS=0 ns, Top Ports=150, Die X=341 um, Placement Rows=123, Critical Path Source Type=input pin, chip area in the Yosys report=0.0574 mm^2, CTS Buffer Depth=3, Peak VDD IR=0.165 mV, global-route wire length before repair=293000 um, Seq/Total Area, Yosys=0.530, hpwl dp=117000 um, Setup CP Type=in2out, gr busiest metal=met2, final worst path period share=0.767, Slew Limit Fails=0, Place WS=2.23 ns, clock slew at reported path FFs=0.05 ns, Fmax=142 MHz, CTS tree=built, ratio of total power to cell area=172 mW/mm^2, Max Cap Violations=0, Crit. Startpoint=ra2[2], Avg Inst Size Synth=12.6 um^2, post-cts repair resize count=0, RSZ-0062 raised after global routing=no, worst hold-check path type=in2reg, vias per cell=6.57, Post-route DRC=0, setup ws final=2.14 ns, Num Clock Sinks=1024, Die Area=0.116 mm^2, Largest regs=rf x1024, Finish-stage setup viols=0, Setup Buffers After CTS=0, GPL Wtd Cong=0.908, Synth area leader=edfxtp_1, P_leak=24.7 nW, yosys cell count=4544, Min Clock Period, post-route=7.06 ns, Post-Syn Area=0.0574 mm^2, Commonest Layout Cell=mux2i_1, number of antenna violations at the first check in global routing=3, Detailed Route Iter0 Violations=2960, Flops after synth=1024, met2 usage=0.539, top cells by area=edfxtp_1, mux2i_1, a22oi_1, a22o_1, nand3_1, tool warning count=26, crit end category=output pin, Final Hold Fails=0, vias=40900, crit path DRT=7.36 ns, drt first pass iters=5, Slew headroom=0.375, max reg flops=1024, GR Util met1=0.508, CTS Buf Count=113, htree depth=3, Yosys cell types=25, core footprint=0.113 mm^2, met3 Use GR=0.229, Synth Warn #=1, post-route ant nets=0, DR WL/cell=33.2 um, ratio of cells with drive above 1 in the final layout=0.0803, final wirelength=206000 um, root buf cell=clkbuf_16, vertical die size=341 um, floorplan utilization=0.507, synth-to-layout area growth=11.3%, Least-Margin Pin Slew=0.935 ns, vias in the first global route=41500, GR Util All Layers=0.382, tally of buffers added on design ports=149, hold buffers post-CTS=0, most frequent cells in the layout=mux2i_1, edfxtp_1, nand3_1, Crit Path Max Fanout=31, Area leader share=0.519, CP arrival=5.22 ns
## power by group
| part | switching (mW) | internal [mW] | total [mW] | leakage (nW) |
|---|---|---|---|---|
| clock | 1.88 | 2.44 | 4.32 | 1.69 |
| combinational | 0.897 | 0.536 | 1.43 | 13.8 |
| sequential | 0.0379 | 5.18 | 5.22 | 9.21 |
## through the flow
| step | hold slack, ns | instance area [um^2] | utilization | instances | total power, mW |
|---|---|---|---|---|---|
| after CTS | 1.75 | 63900 | 0.565 | 6219 | 11.0 |
| after detailed placement | 2.50 | 60400 | 0.534 | 6008 | 6.71 |
| after global routing | 1.79 | 63900 | 0.565 | 6219 | 11.3 |
| after floorplan | 1.94 | 57500 | - | 4575 | 6.11 |
| final | 1.78 | 63900 | 0.565 | 6221 | 11.0 |
| after global placement | 2.50 | 60400 | 0.534 | 6008 | 6.71 |
## worst max-delay path, stage by stage
cell and delay [ns]:
clkdlybuf4s50_1 0.61, nor2b_4 0.68, buf_4 0.61, buf_4 0.39
a22o_1 0.17, nor3_1 0.04, a31oi_1 0.19, nand3_1 0.17
clkdlybuf4s50_1 0.46
## cell families (layout without fill, tap and decap cells)
| logic type | count (synthesis) | in the layout | synth area share |
|---|---|---|---|
| mux | 1536 | 1536 | 0.268 |
| flops | 1024 | 1024 | 0.530 |
| compound gates | 864 | 864 | 0.103 |
| simple gates | 740 | 740 | 0.0583 |
| buf+inv | 379 | 523 | 0.0406 |
| other cells | 1 | 34 | 0.0000654 |
## path summary, 6_finish.rpt
| path | end | depth (start not counted) | slack (ns) |
|---|---|---|---|
| setup / recovery | rd2[23] | 9 | 2.14 |
| hold / removal | rf[31][26] | 1 | 1.78 |
## layout make-up
type	count	area, um^2
Timing Repair Buffer	312	3040
Clock inverter	36	244
Antenna cell	2	5.00
Sequential cell	1024	30400
Clock buffer	175	3210
Multi-Input combinational cell	3172	25100
Tap cell	1500	1880
Fill cell	9092	49200
## per-layer routing
| layer | share of wire | routed length, um | vias to the layer above |
|---|---|---|---|
| met4 | 0.047 | 9610 | 10 |
| li1 | - | - | 18000 |
| met3 | 0.15 | 31300 | 521 |
| met1 | 0.36 | 74200 | 19900 |
| met5 | 0.00078 | 161 | - |
| met2 | 0.44 | 91100 | 2437 |
## synth_stat cells (all sizes together)
cell,n
a31oi,96
buf,277
conb,1
nor2b,6
or3,1
nor3,96
nand3,290
clkbuf,102
a22oi,288
mux2i,1536
dfxtp,32
nand2,292
and2,3
or2,3
nand3b,5
nor2,35
a21oi,288
or3b,3
a22o,192
nand2b,6
edfxtp,992
No activity file was given, so power comes from the tool's default toggle rates.
